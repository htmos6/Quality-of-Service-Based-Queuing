==> design/flow/design.v <==
module readalgorithm (clk, start, reset, button0, button1, temp_number, readed_data,
								number_to_store, next_read, time_to_read, buffer1_12bit, buffer2_12bit,
								buffer3_12bit, buffer4_12bit);
	input clk;
	input start;
	input reset;
	input button0;  
	input button1;  
	output reg [3:0] temp_number;  
	output reg [3:0] number_to_store;  
	output reg [3:0] next_read;  
	output reg [3:0] readed_data;  
	output reg time_to_read;
	output reg [11:0] buffer1_12bit;
	output reg [11:0] buffer2_12bit;
	output reg [11:0] buffer3_12bit;
	output reg [11:0] buffer4_12bit;
	reg [4:0] ct_start_low_noise;  
	reg [4:0] ct_start_high_noise;
	reg [4:0] ct_button0_low_noise;
	reg [4:0] ct_button0_high_noise;
	reg [4:0] ct_button1_low_noise;
	reg [4:0] ct_button1_high_noise;
	reg button0_is_pressed;  
	reg button1_is_pressed;  
	reg number_is_definite;  
	reg start_equal_0_ct_allower;  
	reg allow_for_input;  
	reg [1:0] buffer1 [0:5];  
	reg [1:0] buffer2 [0:5];  
	reg [1:0] buffer3 [0:5];  
	reg [1:0] buffer4 [0:5];  
	reg [2:0] ct1;  
	reg [2:0] ct2;  
	reg [2:0] ct3;  
	reg [2:0] ct4;  
	reg [2:0] ct_inp;  
	reg [2:0] i;
	reg [28:0] counter_read;
	reg [9:0] ct_dropped;
	reg [9:0] ct_dropped_buffer1;
	reg [9:0] ct_dropped_buffer2;
	reg [9:0] ct_dropped_buffer3;
	reg [9:0] ct_dropped_buffer4;
	reg [9:0] ct_received;
	reg [9:0] ct_received_buffer1;
	reg [9:0] ct_received_buffer2;
	reg [9:0] ct_received_buffer3;
	reg [9:0] ct_received_buffer4;
	reg [9:0] ct_transmitted;
	reg [9:0] ct_transmitted_buffer1;
	reg [9:0] ct_transmitted_buffer2;
	reg [9:0] ct_transmitted_buffer3;
	reg [9:0] ct_transmitted_buffer4;
	reg [5:0] weight1;
	reg [5:0] weight2;
	reg [5:0] weight3;
	reg [5:0] weight4;
	initial begin
		allow_for_input = 1'd0;
		button0_is_pressed = 1'd0;  
		button1_is_pressed = 1'd0;  
		ct1 = 3'd0; 
		ct2 = 3'd0; 
		ct3 = 3'd0; 
		ct4 = 3'd0; 
		ct_inp = 3'd0;
		ct_start_low_noise = 5'd0;
		ct_start_high_noise = 5'd0;
		ct_button0_low_noise = 5'd0;
		ct_button0_high_noise = 5'd0;
		ct_button1_low_noise = 5'd0;
		ct_button1_high_noise = 5'd0;
		ct_dropped = 10'd0;
		ct_dropped_buffer1 = 10'd0;
		ct_dropped_buffer2 = 10'd0;
		ct_dropped_buffer3 = 10'd0;
		ct_dropped_buffer4 = 10'd0;
		ct_received = 10'd0;
		ct_received_buffer1 = 10'd0;
		ct_received_buffer2 = 10'd0;
		ct_received_buffer3 = 10'd0;
		ct_received_buffer4 = 10'd0;
		ct_transmitted = 10'd0;
		ct_transmitted_buffer1 = 10'd0;
		ct_transmitted_buffer2 = 10'd0;
		ct_transmitted_buffer3 = 10'd0;
		ct_transmitted_buffer4 = 10'd0;
		time_to_read <= 1'b0;
		counter_read <= 0;
		i = 3'd0;
		number_is_definite = 1'd0;
		start_equal_0_ct_allower = 1'b1;  
		weight1 = 6'd0;
		weight2 = 6'd0;
		weight3 = 6'd0;
		weight4 = 6'd0;
		next_read = 0;
	end
	always @(posedge clk) begin
		buffer1_12bit <= {buffer1[0],	buffer1[1], buffer1[2], buffer1[3], buffer1[4], buffer1[5]};  
		buffer2_12bit <= {buffer2[0], buffer2[1], buffer2[2], buffer2[3], buffer2[4], buffer2[5]};  
		buffer3_12bit <= {buffer3[0], buffer3[1], buffer3[2], buffer3[3], buffer3[4], buffer3[5]};  
		buffer4_12bit <= {buffer4[0], buffer4[1], buffer4[2], buffer4[3], buffer4[4], buffer4[5]};  
		if (reset == 1'd0) begin  
			ct_inp <= 3'd0;
			allow_for_input <= 1'd0;  
			button0_is_pressed <= 1'd0;  
			button1_is_pressed <= 1'd0;  
			ct_start_low_noise <= 0;
			ct_start_high_noise <= 0;
			start_equal_0_ct_allower <= 1;
		end
		else if (start == 1'd0 && reset == 1'd1) begin  
			if (ct_start_low_noise > 15) begin
				allow_for_input <= 1'd1;
				button0_is_pressed <= 1'd0;
				button1_is_pressed <= 1'd0;
				ct_inp <= 3'd0;
				ct_start_high_noise <= 0;
				ct_start_low_noise <= 0;
				start_equal_0_ct_allower <= 0;
			end
			else if (start_equal_0_ct_allower == 1'b1) begin 
				ct_start_low_noise <= ct_start_low_noise + 1;
			end
		end
		else if (start == 1'd1 && reset == 1'd1) begin  
			if (ct_start_high_noise > 15) begin
				ct_start_high_noise <= 0;
				ct_start_low_noise <= 0;
				start_equal_0_ct_allower <= 1;
			end
			else begin 
				ct_start_high_noise <= ct_start_high_noise + 1;
			end
		end
		if (ct_inp <= 3'd3 && allow_for_input == 1'd1 && reset == 1'd1) begin
				if (button0 == 1'd0 && button0_is_pressed == 1'd0) begin  
					if(ct_button0_low_noise > 15) begin
						temp_number[3'd3 - ct_inp] <= 1'd0;
						button0_is_pressed <= 1'd1; 
						ct_inp <= ct_inp + 3'd1;
						ct_button0_low_noise <= 0;
						start_equal_0_ct_allower <= 1;
					end
					else begin 
						ct_button0_low_noise <= ct_button0_low_noise + 1;
					end
				end 
				else if (button1 == 1'd0 && button1_is_pressed == 1'd0) begin  
					if(ct_button1_low_noise > 15) begin	
						temp_number[3'd3 - ct_inp] <= 1'd1;
						button1_is_pressed <= 1'd1;
						ct_inp <= ct_inp + 3'd1;
						ct_button1_low_noise <= 0;
						start_equal_0_ct_allower <= 1;
					end
					else begin 
						ct_button1_low_noise <= ct_button1_low_noise + 1;
					end
				end 
				else if (button0 == 1'd1 && button0_is_pressed == 1'd1) begin  
					if (ct_button0_high_noise > 15) begin
						ct_button0_high_noise <= 0;
						button0_is_pressed <= 1'd0;
					end
					else begin
						ct_button0_high_noise <= ct_button0_high_noise + 1;
					end
				end
				else if (button1 == 1'd1 && button1_is_pressed == 1'd1) begin  
					if (ct_button1_high_noise > 15) begin
						ct_button1_high_noise <= 0;
						button1_is_pressed <= 1'd0;
					end
					else begin
						ct_button1_high_noise <= ct_button1_high_noise + 1;
					end
				end
		end
		else if (ct_inp == 3'd4 && reset == 1'd1 && number_is_definite == 1'd0) begin
			ct_transmitted <= ct_transmitted + 10'd1;
			if (temp_number[1:0] == 2'b00) begin
				number_to_store <= 4'd0;
				number_is_definite = 1'd1; 
			end
			else if (temp_number[1:0] == 2'b01) begin
				number_to_store <= 4'd1;
				number_is_definite = 1'd1;
			end
			else if (temp_number[1:0] == 2'b10) begin
				number_to_store <= 4'd2;
				number_is_definite = 1'd1;
			end
			else if (temp_number[1:0] == 2'b11) begin
				number_to_store <= 4'd3;
				number_is_definite = 1'd1;
			end
		end
		else if (ct_inp == 3'd4 && reset == 1'd1 && number_is_definite == 1'd1) begin  
			start_equal_0_ct_allower <= 1;
			if (temp_number[3:2] == 2'b00) begin  
				number_is_definite = 1'd0;
				ct_transmitted_buffer1 <= ct_transmitted_buffer1 + 1;
				if (ct1 <= 5) begin
					buffer1[3'd5-ct1] <= number_to_store;  
					ct1 <= ct1 + 3'd1;
				end
				else if (ct1 == 6) begin
					ct1 <= 3'd6;  
					ct_dropped <= ct_dropped + 10'd1;
					ct_dropped_buffer1 <= ct_dropped_buffer1 + 1;
						for(i=3'd0; i < 3'd5; i=i+3'd1) begin
							buffer1[3'd5-i] <= buffer1[3'd4-i];
						end
					buffer1[3'd0] <= number_to_store;
				end
				case(ct1)
					0: weight1 <= 6'd9;
					1: weight1 <= 6'd13;
					2: weight1 <= 6'd15;
					3: weight1 <= 6'd16;
					4: weight1 <= 6'd17;
					5: weight1 <= 6'd19;
				endcase
				if (ct3 == 3'd5 && ct1==3'd6) begin
					if (ct2<3'd5) begin
						weight1 <= 6'd20;
					end
					else begin
						weight3 <= 6'd20;
					end
				end
			end
			else if (temp_number[3:2] == 2'b01) begin  
				number_is_definite = 1'd0;
				ct_transmitted_buffer2 <= ct_transmitted_buffer2 + 1;
				if (ct2 <= 5) begin
					buffer2[3'd5-ct2] <= number_to_store;   
					ct2 <= ct2 + 3'd1;
				end
				else if (ct2 == 6) begin
					ct2 <=3'd6;  
					ct_dropped <= ct_dropped + 10'd1;
					ct_dropped_buffer2 <= ct_dropped_buffer2 + 1;
						for(i=3'd0; i < 3'd5; i=i+3'd1) begin
							buffer2[3'd5-i] <= buffer2[3'd4-i];
						end
					buffer2[3'd0] <= number_to_store;
				end
				case(ct2)
					0: weight2 <= 6'd6;
					1: weight2 <= 6'd8;
					2: weight2 <= 6'd12;
					3: weight2 <= 6'd14;
					4: weight2 <= 6'd18;
					5: weight2 <= 6'd21;
				endcase
				if (ct3 == 3'd5 && ct1 == 3'd6) begin
					if (ct2<3'd5) begin
						weight1 <= 6'd20;
					end
					else begin
						weight3 <= 6'd20;
					end
				end
			end
			else if (temp_number[3:2] == 2'b10) begin  
					number_is_definite = 1'd0;
					ct_transmitted_buffer3 <= ct_transmitted_buffer3 + 1;
					if (ct3 <= 5) begin
						buffer3[3'd5-ct3] <= number_to_store;   
						ct3 <= ct3 + 3'd1;
					end
					else if (ct3 == 6) begin
						ct3 <= 3'd6;  
						ct_dropped <= ct_dropped + 10'd1;
						ct_dropped_buffer3 <= ct_dropped_buffer3 + 1;
							for(i=3'd0; i < 3'd5; i=i+3'd1) begin
								buffer3[3'd5-i] <= buffer3[3'd4-i];
							end
						buffer3[3'd0] <= number_to_store;
					end
					case(ct3)
						0: weight3 <= 6'd3;
						1: weight3 <= 6'd5;
						2: weight3 <= 6'd7;
						3: weight3 <= 6'd11;
						4: weight3 <= 6'd19;
						5: weight3 <= 6'd23;
					endcase
					if (ct3 == 3'd5 && ct1 == 3'd6) begin
						if (ct2<3'd5) begin
							weight1 <= 6'd20;
						end
						else begin
							weight3 <= 6'd20;
						end
					end
			end
			else if (temp_number[3:2] == 2'b11) begin  
				number_is_definite = 1'd0;
				ct_transmitted_buffer4 <= ct_transmitted_buffer4 + 1;
				if (ct4 <= 5) begin
					buffer4[3'd5-ct4] <= number_to_store;   
					ct4 <= ct4 + 3'd1;
				end
				else if (ct4 == 6) begin
					ct4 <= 3'd6;  
					ct_dropped <= ct_dropped + 10'd1;
					ct_dropped_buffer4 <= ct_dropped_buffer4 + 1;
						for(i=3'd0; i < 3'd5; i=i+3'd1) begin
							buffer4[3'd5-i] <= buffer4[3'd4-i];
						end
					buffer4[3'd0] <= number_to_store;
				end
				case(ct4)
					0: weight4 <= 6'd1;
					1: weight4 <= 6'd2;
					2: weight4 <= 6'd4;
					3: weight4 <= 6'd10;
					4: weight4 <= 6'd22;
					5: weight4 <= 6'd24;
				endcase
			end
			ct_inp <= 3'd0;
			allow_for_input <= 1'd0;  
		end  
		if (1) begin
			if ((weight4 > weight3) && (weight4 > weight2) && (weight4 > weight1)) begin
				next_read[3:2] <= 4'd3;
				next_read[1:0] <= buffer4[5];
			end
			else if ((weight3 > weight4) && (weight3 > weight2) && (weight3 > weight1)) begin
				next_read[3:2] <= 4'd2;
				next_read[1:0] <= buffer3[5];
			end
			else if ((weight2 > weight4) && (weight2 > weight3) && (weight2 > weight1)) begin
				next_read[3:2] <= 4'd1;
				next_read[1:0] <= buffer2[5];
			end
			else if ((weight1 > weight4) && (weight1 > weight3) && (weight1 > weight2)) begin
				next_read[3:2] <= 4'd0;
				next_read[1:0] <= buffer1[5];
			end	
			else if ((weight1 == weight2) && (weight2 == weight3) && (weight3 == weight4)) begin
				next_read <= 0;
			end
			else if ((ct1 == 3'd0) && (ct2 == 3'd0) && (ct3 == 3'd0) && (ct4 == 3'd0))	begin  
				next_read <= 0;
			end
		end
		if (1) begin 
			if (counter_read < 900) begin  
				counter_read <= counter_read + 1;
			end
			else if (counter_read == 900) begin  
				if (ct1 == 0 && ct2 == 0 && ct3 == 0 && ct4 == 0) begin
					time_to_read <= 0;
					counter_read <= 0;
				end
				else begin
					time_to_read <= 1;
					counter_read <= 0;
				end
			end
			if (time_to_read == 1'b1) begin
				readed_data [3:0] <= next_read [3:0];
				ct_received <= ct_received + 1;
				time_to_read <= 1'b0;
				case(next_read[3:2])
					0: begin
						ct1 <= ct1 - 3'd1;
						ct_received_buffer1 <= ct_received_buffer1 + 1;
						for(i=3'd0; i < 3'd5 ; i=i+3'd1) begin
							buffer1[3'd5-i] <= buffer1[3'd4-i];
						end
						case(ct1-1)
							0: weight1 <= 6'd0;
							1: weight1 <= 6'd9;
							2: weight1 <= 6'd13;
							3: weight1 <= 6'd15;
							4: weight1 <= 6'd16;
							5: weight1 <= 6'd17;
							6: weight1 <= 6'd19;
						endcase
					end
					1:begin
						ct2 <= ct2 - 3'd1;
						ct_received_buffer2 <= ct_received_buffer2 + 1;
						for(i=3'd0; i < 3'd5; i=i+3'd1) begin
							buffer2[3'd5-i] <= buffer2[3'd4-i];
						end
						case(ct2-1)
							0: weight2 <= 6'd0;
							1: weight2 <= 6'd6;
							2: weight2 <= 6'd8;
							3: weight2 <= 6'd12;
							4: weight2 <= 6'd14;
							5: weight2 <= 6'd18;
							6: weight2 <= 6'd21;
						endcase
						if (ct3 == 3'd5 && ct1 == 3'd6) begin
							if (ct2<3'd6) begin
								weight1 <= 6'd20;
							end
							else begin
								weight3 <= 6'd20;
							end
						end
					end
					2:begin
						ct3 <= ct3 - 3'd1;
						ct_received_buffer3 <= ct_received_buffer3 + 1;
						for(i=3'd0; i < 3'd5; i=i+3'd1) begin
							buffer3[3'd5-i] <= buffer3[3'd4-i];
						end
						case(ct3-1)
							0: weight3 <= 6'd0;
							1: weight3 <= 6'd3;
							2: weight3 <= 6'd5;
							3: weight3 <= 6'd7;
							4: weight3 <= 6'd11;
							5: weight3 <= 6'd19;
							6: weight3 <= 6'd23;
						endcase
						if (ct3 == 3'd6 && ct1 == 3'd6) begin
							if (ct2<3'd5) begin
								weight1 <= 6'd20;
							end
							else begin
								weight3 <= 6'd20;
							end
						end
					end
					3:begin
						ct4 <= ct4 - 3'd1;
						ct_received_buffer4 <= ct_received_buffer4 + 1;
						for(i=3'd0; i < 3'd5; i=i+3'd1) begin
							buffer4[3'd5-i] <= buffer4[3'd4-i];
						end
						case(ct4-1)
							0: weight4 <= 6'd0;
							1: weight4 <= 6'd1;
							2: weight4 <= 6'd2;
							3: weight4 <= 6'd4;
							4: weight4 <= 6'd10;
							5: weight4 <= 6'd22;
							6: weight4 <= 6'd24;
						endcase
					end
				endcase
			end
		end
	end
endmodule
==> design/flow/run.sh <==
#!/bin/bash
# OpenROAD 26Q1-2900-gdf79404cd8, Yosys 0.63+post, stock flow scripts
make -C /OpenROAD-flow-scripts/flow DESIGN_CONFIG=/design/flow/config.mk WORK_HOME=/design/flow/orfs finish
==> design/flow/config.mk <==
export PLATFORM = sky130hd
export DESIGN_NAME = readalgorithm
export DESIGN_NICKNAME = readalgorithm
export VERILOG_FILES = /design/flow/design.v
export SDC_FILE = /design/flow/constraint.sdc
export NUM_CORES = 4
export LEC_CHECK = 1
export CORE_UTILIZATION = 40
==> design/flow/constraint.sdc <==
current_design readalgorithm

set clk_period 3.7
set clk_io_pct 0.2

create_clock -name clk0 -period $clk_period [get_ports {clk}]

set non_clock_inputs [all_inputs -no_clocks]
set_input_delay [expr $clk_period * $clk_io_pct] -clock clk0 $non_clock_inputs
set_output_delay [expr $clk_period * $clk_io_pct] -clock clk0 [all_outputs]
==> results.txt <==
Status: finished, final reports clean
Synth Seq Share: 50.0%
Max rail drop VDD: 0.378 mV
Via density: 5.24
Min Hold Slack: 0.372 ns
Final setup skew: 0.00907 ns
#FFs+latches synth: 214
Crit path largest cell delay: 0.66 ns
Final period util: 80.4%
Most frequent CP cell: ha_1
Latency at later pin: 0.51 ns
CP delay by family, top: simple AND/OR/NAND/NOR gates
Final Max Tran Viols: 0
Worst path bufs/invs: 1
Antenna Cells: 0
Worst rel slew slack: 44.5%
Ports: 70
Crit path required time: 3.92 ns
Critical path origin: ct2[0]
Final Total Pwr: 0.00523 W
Max-Cap Viols: 0
Asr flop ratio synth: 0%
Drt wl/cell: 15.0 um
Fraction of layout cells with a size suffix above 1: 5.70%
Worst hold path class: reg -> reg
Final wirelength: 22600 um
Achievable Freq: 336 MHz
Critical Path Sink: next_read[0]
RSZ-0062 raised after global routing: false
Via Count: 7924
Cell Area, Synth: 10800 um2
Initial antenna violation count: 0
Iteration-0 DRC Markers: 580
Yosys cell count: 1074
Vias in the first global route: 7499
Die span in y: 166 um
Pwr dens: 413 nW/um2
Post-synthesis instance total: 1074
Worst-path clk slew: 0.06 ns
Crit-path max FO: 12
Final Cell Area: 12700 um2
Clock Root Buffer: clkbuf_16
Initial DRT Pass Iterations: 19
Yosys top cell by area: edfxtp_1
CP cell instances: inv_1 -> ha_1 -> ha_1 -> nand2_1 -> nor3_1 -> and3_1 -> a311oi_1 -> nand4_1
Synth unique cells: 83
CTS Sinks: 214
Fin. Hold Viols: 0
Area growth syn-to-layout: 17.6%
Yosys stat area: 10800 um2
Largest net degree at the start of global routing: 30
Cell Rows: 59
Die Area: 27600 um2
Leakage: 5.02 nW
Hpwl dp: 16600 um
Worst r2r dst: next_read[0]
Die W: 166 um
H-tree Lvls: 1
CTS tree: done
Post-route antenna net violation count: 0
Yosys warning count: 1
EDFF count, synth: 110
Log Warnings: 63
WP data arrival: 3.19 ns
R2r setup slk: 0.72 ns
Core ar.: 26300 um2
# resized after CTS: 0
Hold Path Stages: 0
Post-Route Utilization: 48.2%
Critical path depth: 8
CTS Hold Bufs: 0
Worst Tran Pin Value: 0.826 ns
PortBufs: 67
Min Tclk post-route: 2.98 ns
Syn avg cell area: 10.0 um2
First-pass GRT wire length: 37800 um
Drt drc: 0
Kind of critical path: reg -> reg
Post-CTS Setup Bufs: 0
Top cell area share: 30.6%
Top cells by area: edfxtp_1 31%, dfxtp_1 19%, ha_1 12%
Startpoint Class: flop
Synth Flop Type: edfxtp_1
Slowest-stage cell, CP: dfxtp_1
Max Root-Sink Buffers: 3
Worst setup EP type: flop
Reg2reg start: ct2[0]
TritonCTS Buffers: 24
FP Core Util: 41.0%
Worst reg2reg path depth: 8
Placed cell area: 11800 um2
Total global-route track usage: 17.5%
RePlAce Congestion: 0.921
Setup_tns: 0 ns
Grt total ovfl: 0
Final setup viols: 0
## synthesized netlist by cell type, drive strengths merged (10+ instances only)
library cell and n:
nand2 131, edfxtp 110, dfxtp 104, nor2 102, ha 101, inv 72
a21oi 68, o21ai 68, nand3 32, nor3 22, buf 21, nand4 18
o31ai 16, clkbuf 15, nor2b 13, nor4 11, and2 10, xnor2 10
xor2 10
## report_power, final
group	total, W	internal [W]	switching [W]	leakage (nW)
clock	0.00254	0.00160	0.000937	0.423
combinational	0.000188	0.0000709	0.000117	2.77
sequential	0.00250	0.00248	0.0000207	1.82
total	0.00523	0.00416	0.00107	5.02
## flip-flops by register name (all words and copies together) (netlist names), 4 cells and up, named ones only
name and flops:
buffer1 12, buffer2 12, buffer4 12, counter_read 29
weight4 6, ct_start_low_noise 5, buffer3_12bit 12, readed_data 4
ct_button1_low_noise 5, weight1 6, weight2 6, next_read 4
ct_button0_high_noise 5, buffer2_12bit 12, ct_button1_high_noise 5, buffer1_12bit 12
buffer4_12bit 12, ct_button0_low_noise 5, ct_start_high_noise 5, weight3 6
buffer3 12
## placed cells by master (no fill, tap or decap), types with 11 or more instances in the layout
cell type / count
nor2b_1: 13
nor4_1: 11
clkbuf_16: 25
clkdlybuf4s50_1: 67
inv_1: 71
o21ai_0: 55
o31ai_1: 14
nand4_1: 17
nand3_1: 32
o21ai_1: 12
nand2_1: 128
dfxtp_1: 104
nor3_1: 22
nor2_1: 100
ha_1: 101
edfxtp_1: 110
a21oi_1: 67
conb_1: 21
## layer usage
layer	vias up	share of wire [%]	GRT usage, %
met5	-	0	0
met4	0	2.1	3.58
met3	38	5.4	3.42
met2	196	44	26.0
met1	3656	49	27.8
li1	4034	-	-
## metrics by stage
stage               cells  setup slack [ns]
floorplan            1094              1.32
global placement     1467             0.627
detailed placement   1467             0.583
CTS                  1511             0.785
global route         1511             0.524
finish               1511             0.724
## cell type report
cell class                      count  area, um2
Clock inverter                     14        203
Clock buffer                       30        654
Fill cell                        2359      13600
Tap cell                          335        419
Timing Repair Buffer               74        723
Sequential cell                   214       5390
Multi-Input combinational cell    772       5020
Inverter                           72        270
## cell families (layout without fill, tap and decap cells)
logic type	Yosys count	in the layout	synth area share, %
flip-flops	214	214	50.0
adder cells (fa/ha/maj)	102	102	11.8
AND/OR/NAND/NOR	378	378	16.7
XOR/XNOR	20	20	1.63
buffers and inverters	108	190	4.17
multiplexers	6	6	0.580
other	1	21	0.0348
AND-OR/OR-AND	245	245	15.1
## worst min path at each step
stage              from          endpoint  slack (ns)
6_report  buffer4[3][1]  buffer4_12bit[5]        0.37
5_1_grt   buffer1[2][1]  buffer1_12bit[7]        0.38
4_1_cts   buffer4[3][1]  buffer4_12bit[5]        0.37
Power and IR drop assume default switching activity.
